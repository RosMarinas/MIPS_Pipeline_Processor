[constraint.sdc]
current_design DataMemory

set clk_period 11.8
set clk_io_pct 0.2

create_clock -name clk0 -period $clk_period [get_ports {clk}]

set non_clock_inputs [all_inputs -no_clocks]
set_input_delay [expr $clk_period * $clk_io_pct] -clock clk0 $non_clock_inputs
set_output_delay [expr $clk_period * $clk_io_pct] -clock clk0 [all_outputs]
[design.v]
module DataMemory(
	input  reset    , 
	input  clk      ,  
	input  MemRead  ,
	input  MemWrite ,
	input  [32 -1:0] Address    ,
	input  [32 -1:0] Write_data ,
	output [32 -1:0] Read_data
);
	parameter RAM_SIZE      = 256;
	parameter RAM_SIZE_BIT  = 8;
	reg [31:0] RAM_data [RAM_SIZE - 1: 0];
	reg [31:0] BCD7;
	assign Read_data = {~MemRead}? 32'h00000000:
	                   {Address==32'h40000010}? BCD7:RAM_data[Address[RAM_SIZE_BIT + 1:2]];
	integer i;
	initial RAM_data[0]=32'h756e696c;
	initial RAM_data[1]=32'h73692078;
	initial RAM_data[2]=32'h746f6e20;
	initial RAM_data[3]=32'h696e7520;
	initial RAM_data[4]=32'h73692078;
	initial RAM_data[5]=32'h746f6e20;
	initial RAM_data[6]=32'h696e7520;
	initial RAM_data[7]=32'h73692078;
	initial RAM_data[8]=32'h746f6e20;
	initial RAM_data[9]=32'h696e7520;
	initial RAM_data[10]=32'h00000a78;
	initial RAM_data[32]=32'h78696e75;
	initial RAM_data[33]=32'h0000000a;
	initial BCD7={20'h00000,12'hFFF};
	always @(posedge reset or posedge clk)
	if (reset)begin
			RAM_data[0]<=32'h756e696c;
	        RAM_data[1]<=32'h73692078;
	        RAM_data[2]<=32'h746f6e20;
	        RAM_data[3]<=32'h696e7520;
	        RAM_data[4]<=32'h73692078;
	        RAM_data[5]<=32'h746f6e20;
	        RAM_data[6]<=32'h696e7520;
	        RAM_data[7]<=32'h73692078;
	        RAM_data[8]<=32'h746f6e20;
	        RAM_data[9]<=32'h696e7520;
	        RAM_data[10]<=32'h00000a78;
	        BCD7<=32'h00000FFF;
			for (i = 11; i < RAM_SIZE; i = i + 1) begin
				if(i==32) RAM_data[i]<=32'h78696e75;
				else if(i==33) RAM_data[i]<=32'h0000000a;
				else RAM_data[i] <= 32'h00000000;
			end
		end
		else if (MemWrite)begin
			if(Address==32'h40000010) BCD7<= Write_data;
			else RAM_data[Address[RAM_SIZE_BIT + 1:2]] <= Write_data;
		end
endmodule
[config.mk]
export PLATFORM = sky130hd
export DESIGN_NAME = DataMemory
export DESIGN_NICKNAME = DataMemory
export VERILOG_FILES = /design/flow/design.v
export SDC_FILE = /design/flow/constraint.sdc
export NUM_CORES = 4
export LEC_CHECK = 1
export CORE_UTILIZATION = 50
[run.sh]
#!/bin/bash
# OpenROAD 26Q1-2900-gdf79404cd8, Yosys 0.63+post, stock flow scripts
make -C /OpenROAD-flow-scripts/flow DESIGN_CONFIG=/design/flow/config.mk WORK_HOME=/design/flow/orfs finish
==> flow_summary.toml <==
# yosys + openroad results
[status]
status = "complete, but fails checks"
failed_checks = "max-capacitance violations, max-slew violations, negative setup slack"

[worst_setup_path]
timing.setup.critical_path_class = "in2out"
crit_chain = "buf_2, buf_4, or4_4, buf_4, nor2_4, buf_4, a22o_1, a221oi_1, nand3_1, nor4_1, buf_4, and3_1, a31oi_1, buf_4, clkdlybuf4s50_1"
worstPathRequired_ns = 9.44
arrival_ns = 9.77
critical_path.top_delay_family = "simple AND/OR/NAND/NOR gates"
crit_path_max_fanout = 30
critical_path_top_delay_cell = "sky130_fd_sc_hd__nor4_1"
critical_path.n_buffers_inverters = 7
timing.critical_path.slowest_cell_delay_ns = 1.12
critical_path.most_common_cell = "sky130_fd_sc_hd__buf_4"
endpoint_kind = "output port"
setup.worst_path.start_class = "primary input"

[grt]
grt_antenna_before_repair = 173
number_of_global_route_vias_before_repair = 252809
grt_start_max_net_pins = 137
grt-ovfl-total = 0
wire_length_of_the_first_global_routing_pass_um = 2200000
track_usage_pct = 47.3

[yosys]
synth.top_cell.area_share_pct = 55.8
mapped_cells = 26137
mappedNetlistArea_um2 = 360000
yosysChipArea_um2 = 360000
synth-edff-count = 0
count_of_distinct_cell_types_in_the_synthesized_netlist = 73
synthTopCellsByArea = "sky130_fd_sc_hd__dfrtp_1 56%, sky130_fd_sc_hd__mux2_2 24%, sky130_fd_sc_hd__a22oi_1 5.3%"
ys_async_sr_fraction_pct = 100
syn_avg_cell_area_um2 = 13.8
yosysWarningCount = 2
yosys.stat.seqShare_pct = 57.2
cell_accounting_for_the_most_synthesized_area = "sky130_fd_sc_hd__dfrtp_1"
yosys_instances = 26137
postSynthRegisterBits = 8224
predominant_post_synthesis_flop_cell = "sky130_fd_sc_hd__dfrtp_1"

[die]
chipHeight_um = 851
floorplan.core_area_um2 = 718000
die_area_um2 = 724000
floorplanUtilization_pct = 50.2
row_count = 311
pin_count = 100
die.size.x_um = 851

[cts]
cts_made_buffers = 860
tritoncts = "done"
clkTransAtPathRegs_ns = 0.06
cts.hold.buffers_added = 0
clk-insertion-delay-late_ns = 1.26
clockBufferDepth = 4
post_cts.repair.setup_buffers = 0
cts_resized = 0
maximum_level_of_the_cts_h_tree = 6
clock-root-buffer = "sky130_fd_sc_hd__clkbuf_16"
clock-sinks = 8224

[detailed_routing]
drt.antenna.violating_nets = 0
vias = 255185
postRouteWirelength_um = 1630000
vias_per_cell = 7.03
firstDrtPassIters = 10
routed_wire_length_per_instance_um = 44.9
drt-initial-drc-count = 23704
post-route-drc-count = 0

[power]
power_switching_uw = 14800
power_density_nw_per_um2 = 152
power.share.combinational_pct = 5.8
p_sw_share_pct = 24.2
clockPowerShare_pct = 44.9
power_leakage_uw = 0.194
cellInternalPower_uw = 46500
peak_vdd_ir_v = 0.000197
sequential_power_share_pct = 49.3

[place]
port-buffer-count = 99
detailedPlacementHpwl_um = 1090000
placed_cells_incl_taps = 34469
place_congestion = 1.07
cell_area_placed_um2 = 375000
dp_worst_setup_slack_ns = 0.393

[timing]
finalHoldViolCount = 0
final-setup-viol-count = 2
worst_setup_skew_after_layout_ns = 0
max_freq_mhz = 82.4
final_worst_setup_slack_ns = -0.333
final.min_clock_period_ns = 12.13
timing.final.max_slew_violations = 13
max_slew_margin_pct = -16.8
tightest_slew_ns = 1.74
period_used_pct = 103
grt_setup_unrepaired = "no"

[finish]
fillers = 56540
post_route_cells_drive_above_1_share_pct = 43.1
final_cell_area_um2 = 405000
syn2layout_area_growth_pct = 12.3
final_cells = 36298

[run]
warnings = 190
maxCapViolations = 6

[hold_path]
worstHoldPathType = "reg2reg"
[power groups by stage]
stage	Clock, uW	Combinational [uW]	Sequential, uW
5_1_grt	28700	3760	30300
6_report	27500	3570	30200
4_1_cts	27700	3510	30200
[stage by stage]
step	setup TNS (ns)	hold slack [ns]	utilization [%]	total power, uW
floorplan	-	0.464	-	33500
global placement	-1.96	0.473	52.3	34100
detailed placement	0	0.481	52.3	34200
CTS	0	0.494	56.3	61400
global route	0	0.498	56.3	62800
finish	-0.467	0.490	56.4	61300
[per-layer routing]
| layer | track usage, % | routed length (um) | part of all wire [%] | up-vias |
|---|---|---|---|---|
| li1 | - | - | - | 98653 |
| met1 | 57.6 | 551000 | 34 | 135317 |
| met2 | 61.6 | 665000 | 41 | 15759 |
| met3 | 28.8 | 241000 | 15 | 5324 |
| met4 | 35.8 | 166000 | 10 | 132 |
| met5 | 4.64 | 4440 | 0.27 | - |
[path summary, 6_finish.rpt]
path / startpoint / end / slack [ns] / cells after the start
max in group asynchronous: reset / RAM_data[47][22] / 6.85 / 6
min in group asynchronous: reset / RAM_data[39][7] / 1.99 / 3
hold reg to reg: RAM_data[172][23] / RAM_data[172][23] / 0.49 / 1
hold / removal: RAM_data[172][23] / RAM_data[172][23] / 0.49 / 1
setup / recovery: Address[9] / Read_data[31] / -0.33 / 15
setup reg to reg: RAM_data[213][13] / RAM_data[213][13] / 10.69 / 1
[cell usage after synthesis (all sizes together), types with 9 or more instances]
master,number
nand4bb,11
nor4,205
and4,34
o211ai,13
a21oi,303
o2111ai,44
or4,101
buf,1524
a32o,56
o221ai,38
nand2,433
nand4b,11
dfrtp,8033
or4b,9
a2111oi,13
nand3,405
and3,43
and4b,15
a41oi,11
o22a,37
nor4b,12
o22ai,419
a22o,603
nor3,89
nor2,256
a22oi,2536
clkbuf,1272
a31oi,67
o21ai,96
a222oi,133
dfstp,191
a32oi,139
nand4,318
mux2,8224
a221oi,371
nor4bb,14
[kinds of logic (layout without fill, tap and decap cells)]
kind of cell | after synthesis | count (layout) | share of synthesized area [%]
DFF | 8224 | 8224 | 57.2
AOI/OAI and AO/OA | 4900 | 4900 | 10.3
muxes | 8228 | 8228 | 25.7
and+or+nand+nor | 1982 | 1982 | 2.99
other | 0 | 224 | 0
buffers and inverters | 2802 | 3193 | 3.74
xor gates and xnor gates | 1 | 1 | 0.00243
[registers in the layout, indices dropped and copies added, names as in the netlist]
register  cells
BCD7         32
RAM_data   8192
[cell type report]
class / count / area, um2 / share of cell area [%]
sequential: 8224 / 206000 / 50.9
multi-input combinational: 15111 / 144000 / 35.5
clock buffer: 1404 / 26400 / 6.53
timing repair buffer: 1582 / 13900 / 3.43
tap: 9546 / 11900 / 2.95
clock inverter: 201 / 2060 / 0.510
antenna: 224 / 561 / 0.139
inverter: 6 / 26.3 / 0.00650
[cells in the final DEF, fill, tap and decap left out, types with 31 or more instances in the layout]
master and n:
sky130_fd_sc_hd__dfrtp_1 8033, sky130_fd_sc_hd__mux2_2 7809, sky130_fd_sc_hd__a22oi_1 2536, sky130_fd_sc_hd__buf_4 1346, sky130_fd_sc_hd__clkbuf_16 875, sky130_fd_sc_hd__a22o_1 603, sky130_fd_sc_hd__o22ai_1 419, sky130_fd_sc_hd__mux2_1 415
sky130_fd_sc_hd__a221oi_1 369, sky130_fd_sc_hd__nand3_1 365, sky130_fd_sc_hd__nand4_1 318, sky130_fd_sc_hd__a21oi_1 302, sky130_fd_sc_hd__clkbuf_1 277, sky130_fd_sc_hd__clkbuf_8 252, sky130_fd_sc_hd__diode_2 224, sky130_fd_sc_hd__nand2_1 217
sky130_fd_sc_hd__nand2_2 205, sky130_fd_sc_hd__dfstp_2 191, sky130_fd_sc_hd__a32oi_1 139, sky130_fd_sc_hd__nor4_1 133, sky130_fd_sc_hd__a222oi_1 133, sky130_fd_sc_hd__nor2_4 131, sky130_fd_sc_hd__clkinv_2 131, sky130_fd_sc_hd__buf_12 127
sky130_fd_sc_hd__or4_1 99, sky130_fd_sc_hd__o21ai_0 95, sky130_fd_sc_hd__nor2_1 89, sky130_fd_sc_hd__nor3_1 86, sky130_fd_sc_hd__nor4_2 60, sky130_fd_sc_hd__a31oi_1 60, sky130_fd_sc_hd__clkdlybuf4s50_1 58, sky130_fd_sc_hd__a32o_1 56
sky130_fd_sc_hd__o2111ai_1 44, sky130_fd_sc_hd__and3_1 43, sky130_fd_sc_hd__o221ai_1 38, sky130_fd_sc_hd__o22a_1 37, sky130_fd_sc_hd__nor2_2 36, sky130_fd_sc_hd__buf_8 35, sky130_fd_sc_hd__nand3_2 32, sky130_fd_sc_hd__and4_1 31
Power and IR drop assume default switching activity.
