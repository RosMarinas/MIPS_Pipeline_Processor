==> ./config.mk <==
export PLATFORM = sky130hd
export DESIGN_NAME = ALU
export DESIGN_NICKNAME = ALU
export VERILOG_FILES = /design/flow/design.v
export SDC_FILE = /design/flow/constraint.sdc
export NUM_CORES = 4
export LEC_CHECK = 1
export CORE_UTILIZATION = 30
==> ./constraint.sdc <==
current_design ALU

set clk_period 24.6
set clk_io_pct 0.2

create_clock -name clk0 -period $clk_period

set non_clock_inputs [all_inputs -no_clocks]
set_input_delay [expr $clk_period * $clk_io_pct] -clock clk0 $non_clock_inputs
set_output_delay [expr $clk_period * $clk_io_pct] -clock clk0 [all_outputs]
==> ./design.v <==
module ALU(
	input [32 -1:0] in1      , 
	input [32 -1:0] in2      ,
	input [5 -1:0] ALUCtl    ,
	input Sign               ,
	output reg [32 -1:0] out ,
	output zero
);
	assign zero = (out==32'b0)?1:0;
	wire ss;
	assign ss = {in1[31], in2[31]};
	wire lt_31;
	assign lt_31 = (in1[30:0] < in2[30:0]);
	wire lt_signed;
	assign lt_signed = (in1[31] ^ in2[31])? 
		((ss == 2'b01)? 0: 1): lt_31;
	always @(*)
		case (ALUCtl)
			5'b00000: out <= in1 & in2;
			5'b00001: out <= in1 | in2;
			5'b00010: out <= in1 + in2;
			5'b00110: out <= in1 - in2;
			5'b00111: out <= {31'h00000000, Sign? lt_signed: (in1 < in2)};
			5'b01100: out <= ~(in1 | in2);
			5'b01101: out <= in1 ^ in2;
			5'b10000: out <= (in2 << in1[4:0]);
			5'b11000: out <= (in2 >> in1[4:0]);
			5'b11001: out <= ({{32{in2[31]}}, in2} >> in1[4:0]);
			5'b11010: out <= in1 * in2;
			default: out <= 32'h00000000;
		endcase
endmodule
==> ./run.sh <==
#!/bin/bash
# OpenROAD 26Q1-2900-gdf79404cd8, Yosys 0.63+post, stock flow scripts
make -C /OpenROAD-flow-scripts/flow DESIGN_CONFIG=/design/flow/config.mk WORK_HOME=/design/flow/orfs finish
==> Changelog: implementation <==
### Metrics

* Run status: finished clean
* Syn Area/Cell at 7.90 µm²
* Post-cts sizing count at 0
* Internal power at 2.28 mW
* Peak supply drop at 0.698 mV
* Cts hold-fix bufs at 0
* Most frequent cells in the layout: inv_1, nor2_1, fa_1
* DP HPWL at 97500 µm
* First-pass GRT wire length at 177000 µm
* DP Worst Slack at 4.97 ns
* DRC Markers at 0
* Final Cycle Share at 0.808
* Gate Count Post-Synth at 3086
* Post-layout util at 0.331
* Pwr/cell area at 242 nW/µm²
* Clock Buffer Count at 0
* Io pins at 103
* Tally of buffers added on design ports at 103
* Worst setup margin at 4.73 ns
* DRT iter0 DRCs at 2203
* Registers at 0
* Sw frac at 0.646
* Synth warn at 1
* TNS Setup at 0 ns
* Die area at 82400 µm²
* # placed instances at 4160
* Met2 WL at 51400 µm
* RSZ-0062 raised after global routing: false
* Top cell excl fill/tap: inv_1
* Crit Path Category: in2out
* Yosys cell count at 3086
* Routed via count at 23800
* Fp_density at 0.303
* Final Hold Fails at 0
* DRT Pass-1 Iters at 9
* Pin count of the biggest net entering global routing at 46
* DR top layer: met5
* # rows at 104
* Overall routed net length at 122000 µm
* Ratio of cells with drive above 1 in the final layout at 0.0668
* Slew @ Worst Pin at 1.03 ns
* Pleak at 12.2 nW
* Critical Path AT at 14.95 ns
* Fillers at 8573
* Post-synth seq share at 0
* Wl on met1 at 48200 µm
* Vias in the first global route at 24100
* Hold crit path type: in2out
* Max-slew headroom at 0.294
* Placed Area at 26600 µm²
* Layout overhead on the synthesized area at 9.07%
* Synthesized area at 24400 µm²
* DR WL met3 at 15400 µm
* Final GP Congestion at 1.08
* Crit Path Max Fanout at 20
* CP Launch Type: input pin
* Die Wd at 287 µm
* Worst hold margin at 11.01 ns
* Initial antenna violation count at 8
* Setup Fix Bufs, Post-CTS at 0
* Grt ovf at 0
* Post-Layout Cell Count at 4161
* Core Region at 80400 µm²
* Sw Pwr at 4.15 mW
* Post-route ant nets at 0
* GRT Total Usage at 0.313
* FF/Latch Area at 0 µm²
* Worst EP required at 19.68 ns
* Post-layout min period at 19.87 ns
* Tool warning count at 96
* Fmax at 0.0503 GHz
* Avg WL per Cell at 29.4 µm
* Vias/cell at 5.72
* Crit end category: primary output
* Yosys chip area at 24400 µm²
* Max_cap viols at 0
* Unique cell types at 94
* Final setup viols at 0
* Final instance area at 26600 µm²
* Max Slew Vio Count at 0
* Pwr Total at 6.43 mW
* Chip Height at 287 µm
-- worst max-delay path, cell delays in order --
cell and delay (ns):
clkdlybuf4s50_1 0.83, inv_1 0.34, buf_4 0.33, nor2_1 0.12, fa_1 0.58, fa_1 0.44
fa_1 0.52, inv_1 0.05, fa_1 0.47, inv_1 0.05, fa_1 0.50, inv_1 0.06
fa_1 0.53, inv_1 0.05, fa_1 0.49, fa_1 0.41, ha_1 0.45, o211ai_1 0.23
or3_1 0.34, o21ai_0 0.56, a31oi_1 0.21, xnor2_1 0.30, a221o_1 0.48, or4_1 0.54
or4_1 0.42, nor4_2 0.21, clkdlybuf4s50_1 0.49
-- power groups by stage --
stage                 Sequential [mW]  Clock [mW]  Combinational, mW
after CTS                           0           0               6.31
after global routing                0           0               6.84
-- cells in the mapped netlist (all sizes together), types with 10 or more instances --
| library cell | number | area share |
|---|---|---|
| a21o | 21 | 0.0065 |
| o21bai | 14 | 0.0043 |
| nor2 | 440 | 0.068 |
| a221o | 14 | 0.0057 |
| xor2 | 18 | 0.0065 |
| ha | 219 | 0.11 |
| mux2 | 28 | 0.013 |
| nand3 | 40 | 0.0082 |
| and3 | 15 | 0.0039 |
| o21ai | 99 | 0.020 |
| nand2 | 327 | 0.050 |
| mux2i | 61 | 0.026 |
| a31oi | 16 | 0.0041 |
| and2 | 15 | 0.0039 |
| a22oi | 13 | 0.0040 |
| a222oi | 12 | 0.0049 |
| a211oi | 39 | 0.012 |
| o311ai | 10 | 0.0039 |
| nand2b | 18 | 0.0046 |
| mux4 | 27 | 0.026 |
| inv | 476 | 0.073 |
| o31ai | 14 | 0.0045 |
| nor2b | 15 | 0.0038 |
| o22ai | 25 | 0.0064 |
| clkbuf | 128 | 0.020 |
| nand4 | 16 | 0.0041 |
| nor4 | 12 | 0.0033 |
| a2111oi | 12 | 0.0044 |
| xnor2 | 78 | 0.028 |
| nor3 | 46 | 0.0094 |
| o21a | 15 | 0.0046 |
| o211ai | 36 | 0.011 |
| a221oi | 23 | 0.0088 |
| fa | 410 | 0.34 |
| a21oi | 117 | 0.024 |
| buf | 71 | 0.020 |
-- path summary, 6_finish.rpt --
kind                  cells past startpoint      to  startpoint  slack (ns)
worst max-delay path                     27    zero      in2[5]        4.73
worst min-delay path                      5  out[0]        Sign       11.01
-- routing by layer --
metal,up-vias,global-route usage
li1,10200,-
met1,11600,0.422
met2,1556,0.443
met3,347,0.134
met4,18,0.134
met5,-,0.0221
-- cells by family (layout without fill, tap and decap cells) --
logic type,count (synthesis),after routing,share of synthesized area
other,0,1,0
and+or+nand+nor,987,987,0.173
AOI/OAI and AO/OA,573,573,0.165
muxes,116,116,0.0640
adders and majority gates,629,629,0.449
buffers and inverters,685,699,0.115
xor gates and xnor gates,96,96,0.0345
-- cell type report --
class	instances	area, µm²	share of cell area
antenna	1	2.50	0.0000941
timing repair buffer	214	1850	0.0694
tap	1060	1330	0.0499
inverter	485	1820	0.0684
multi-input combinational	2401	21600	0.812
Power and IR drop assume default switching activity.
