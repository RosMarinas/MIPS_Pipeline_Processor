`flow/config.mk`:
```
export PLATFORM = sky130hd
export DESIGN_NAME = RegisterFile
export DESIGN_NICKNAME = RegisterFile
export VERILOG_FILES = /design/flow/design.v
export SDC_FILE = /design/flow/constraint.sdc
export NUM_CORES = 4
export LEC_CHECK = 1
export CORE_UTILIZATION = 40
```
`flow/constraint.sdc`:
```
current_design RegisterFile

set clk_period 6.2
set clk_io_pct 0.2

create_clock -name clk0 -period $clk_period [get_ports {clk}]

set non_clock_inputs [all_inputs -no_clocks]
set_input_delay [expr $clk_period * $clk_io_pct] -clock clk0 $non_clock_inputs
set_output_delay [expr $clk_period * $clk_io_pct] -clock clk0 [all_outputs]
```
`flow/design.v`:
```
module RegisterFile(
	input  reset                    , 
	input  clk                      ,
	input  RegWrite                 ,
	input  [5 -1:0]  Read_register1 , 
	input  [5 -1:0]  Read_register2 , 
	input  [5 -1:0]  Write_register ,
	input  [32 -1:0] Write_data     ,
	output [32 -1:0] Read_data1     , 
	output [32 -1:0] Read_data2
);
	reg [31:0] RF_data[31:1];
	initial RF_data[29]=32'd256;
	assign Read_data1 = (Read_register1 == 5'b00000)? 32'h00000000: RF_data[Read_register1];
	assign Read_data2 = (Read_register2 == 5'b00000)? 32'h00000000: RF_data[Read_register2];
	integer i;
	always @(posedge reset or posedge clk)
		if (reset)
			for (i = 1; i < 32; i = i + 1) begin
				if(i==29) RF_data[i]<=32'd256;
				else RF_data[i] <= 32'h00000000;
			end
		else if (RegWrite && (Write_register != 5'b00000))
			RF_data[Write_register] <= Write_data;
endmodule
```
`flow/run.sh`:
```
#!/bin/bash
# OpenROAD 26Q1-2900-gdf79404cd8, Yosys 0.63+post, stock flow scripts
make -C /OpenROAD-flow-scripts/flow DESIGN_CONFIG=/design/flow/config.mk WORK_HOME=/design/flow/orfs finish
```
==> impl_metrics.json <==
{
  "die_area_mm2": 0.125,
  "cts_made_buffers": 109,
  "ir_drop_mv": 0.213,
  "cts_setup_buffers": 0,
  "holdWs_ps": 523,
  "totalWireLength_um": 245000,
  "drt_iter0_markers": 5670,
  "r2r_setup_slack_ps": 5310,
  "crit_chain": "clkdlybuf4s50_1, nand3b_1, nor2_4, buf_4, a22oi_1, nand3_1, nor3_1, a21oi_1, clkdlybuf4s50_1",
  "p_sw_mw": 5.23,
  "grt.total_usage_pct": 40.6,
  "ys_ff": 992,
  "htree_levels": 3,
  "power_frac_comb_pct": 13.9,
  "place_area_mm2": 0.0541,
  "top_regs": "RF_data x992",
  "largest_reg_flops": 992,
  "design_area_mm2": 0.0578,
  "warnings": 35,
  "fp_util_pct": 40.4,
  "gp_congestion": 1.04,
  "pwr_density_cell_mw_per_mm2": 315,
  "clock_path_buffers": 3,
  "hold_viol": 0,
  "port_buffers": 113,
  "grt_pass1_wl_um": 339000,
  "p_seq_share_pct": 49.3,
  "drt-pass1-iter-count": 11,
  "antenna_found_initial": 17,
  "period_used_pct": 99.8,
  "syn_to_final_growth_pct": 17.2,
  "core_mm2": 0.122,
  "ys_cells": 4154,
  "cp_common_cell": "clkdlybuf4s50_1",
  "cts_tree": "yes",
  "wl_per_cell_um": 40.9,
  "cp.required_ps": 4960,
  "ys_warn_count": 2,
  "arrival_ps": 4950,
  "placement_rows": 128,
  "grt_max_degree": 118,
  "ctsResizeCount": 0,
  "p_int_mw": 12.9,
  "utilization_pct": 47.3,
  "ys_types": 57,
  "grt_overflow": 0,
  "pwr-share-clk_pct": 36.8,
  "pre_cts_ws_ps": 202,
  "hold_class": "flip-flop to flip-flop",
  "die_w_um": 353,
  "whs_endpoint": "RF_data[25][4]",
  "timing.final.ws_setup_ps": 9.47,
  "min_from": "RF_data[25][4]",
  "power_leakage_nw": 24.8,
  "layout-drive-gt1-share_pct": 36.0,
  "ys_seq_share_pct": 50.4,
  "synth_top_area_share_pct": 50.3,
  "slew_viol_final": 0,
  "r2r_end": "RF_data[14][16]",
  "cts_sinks": 992,
  "tightestPinTransition_ps": 894,
  "final.setup_skew_ps": 0,
  "syn_area_per_cell_um2": 11.9,
  "critPathKind": "primary input to output pin",
  "dp_hpwl_um": 148000,
  "vias": 42651,
  "holdPathStages": 1,
  "endpoint_kind": "output pin",
  "slew-limit-headroom_pct": 40.4,
  "fmax_mhz": 162,
  "r2r_start": "RF_data[14][16]",
  "max_flop_register": "RF_data",
  "slowest_delay_ps": 900,
  "ff_type": "dfrtp_1",
  "area_leaders": "dfrtp_1 50%, mux2_2 22%, a22oi_1 12%",
  "p_sw_share_pct": 28.8,
  "clkLatencyLatePin_ps": 710,
  "period_needed_ps": 6190,
  "final_antenna_net_count": 0,
  "cp-start-kind": "primary input",
  "stdcell_count": 5979,
  "largest_area_cell": "dfrtp_1",
  "placedCellCount": 5770,
  "synth_cells": 4154,
  "outcome": "completed",
  "grt_pass1_vias": 42016,
  "clk_pin_slew_ps": 60,
  "crit_start": "Read_register2[2]",
  "slowest_stage": "clkdlybuf4s50_1",
  "avgViaCountPerCell": 7.13,
  "route.detailed.drc": 0,
  "hold_buffers": 0,
  "reg2regPathDepth": 1,
  "cp_max_fo": 14,
  "edf_count": 0,
  "syn-cell-area_mm2": 0.0493,
  "async_flop_share_pct": 100,
  "rsz0062_at_grt": "no",
  "drv_cap": 0,
  "setup_viol": 0,
  "io_pins": 114,
  "die_height_um": 353,
  "yosysChipArea_mm2": 0.0493,
  "cts_root_buf": "clkbuf_16"
}
[worst max-delay path: cells and delay by family]
family / cells / cell delay (ps)
AOI/OAI and AO/OA: 2 / 550
buffers and inverters: 3 / 1780
and+or+nand+nor: 4 / 1350
[power groups by stage]
stage | logic [mW] | clock network (mW) | registers (mW)
global route | 2.69 | 6.96 | 9.08
CTS | 2.49 | 6.71 | 8.90
finish | 2.53 | 6.68 | 8.96
[cell type report]
type / count / area, µm²
antenna: 3 / 7.51
clock buffer: 157 / 3170
clock inverter: 49 / 478
fill: 10887 / 64300
inverter: 4 / 18.8
multi-input combinational: 2738 / 23000
sequential: 992 / 24800
tap: 1625 / 2030
timing repair buffer: 411 / 4190
[Yosys cell counts (15+ instances only)]
cell type,number
buf_2,236
nor4_1,20
a21oi_1,169
nand2_1,172
nand4_1,113
dfrtp_1,991
nand3_1,59
a31oi_1,17
nor2_1,121
buf_4,15
a221oi_1,20
a222oi_1,43
nor3_1,55
clkbuf_1,150
a22oi_1,798
mux2_2,979
[metrics by stage]
stage / setup TNS (ps) / power (mW)
after global placement: 0 / 11.4
after detailed placement: 0 / 11.5
after floorplan: -8631960 / 10.2
after CTS: 0 / 18.1
after global routing: 0 / 18.7
final: 0 / 18.2
[layer usage]
metal	vias up	track usage, %	routed length, µm
met5	-	2.91	796
met4	55	20.8	18800
met3	1242	25.3	42700
met2	3787	53.6	96700
li1	16177	-	-
met1	21390	52.2	85700
[worst max path at each step]
stage / depth (start not counted) / endpoint
CTS: 9 / Read_data1[22]
global route: 10 / Read_data2[12]
finish: 9 / Read_data2[15]
[cell families after synthesis]
group | Yosys count | share of synthesized area [%]
compound gates | 1100 | 16.2
mux | 1004 | 22.9
flops | 992 | 50.4
simple gates | 634 | 6.56
buf+inv | 424 | 4.02
[cells in the final DEF (no fill, tap or decap), drive strengths merged, types with 13 or more instances in the layout]
cell type      Yosys  routed
nor4              20      20
clkdlybuf4s50      0     111
a222oi            43      43
o21ai             13      13
nand3             59      59
nor3              56      56
mux2             993     993
dfrtp            991     991
a221oi            20      20
nand2            173     173
buf              270     300
a22oi            798     798
clkbuf           150     157
a21oi            169     169
a31oi             17      17
clkinv             0      29
nand4            113     113
a22o              14      14
nor2             140     140
Power figures rest on the tool's default switching activity, not on a simulated workload.
